### /design/flow/config.mk
export PLATFORM = sky130hd
export DESIGN_NAME = cpld_if
export DESIGN_NICKNAME = cpld_if
export VERILOG_FILES = /design/flow/design.v
export SDC_FILE = /design/flow/constraint.sdc
export NUM_CORES = 4
export LEC_CHECK = 1
export CORE_UTILIZATION = 30
### /design/flow/constraint.sdc
current_design cpld_if

set clk_period 4.2
set clk_io_pct 0.2

create_clock -name clk0 -period $clk_period [get_ports {clk}]

set non_clock_inputs [all_inputs -no_clocks]
set_input_delay [expr $clk_period * $clk_io_pct] -clock clk0 $non_clock_inputs
set_output_delay [expr $clk_period * $clk_io_pct] -clock clk0 [all_outputs]
### /design/flow/design.v
`timescale 1ns/1ps
`default_nettype none
module cpld_if(
  input  wire clk,
  input  wire rst,
  input  wire [7:0] led,
  input  wire [3:0] dig0,
  input  wire [3:0] dig1,
  output wire [7:0] sw,
  output wire cpld_rstn,
  output wire cpld_clk,
  output wire cpld_load,
  output wire cpld_mosi,
  output wire [15:0] miso_out_array,
  input  wire cpld_miso
);
assign cpld_rstn = ~rst;
reg [14:0] cntr;
always @ (posedge clk)
	cntr <= cntr + 1;
wire dig_sel;
wire [3:0] bit_sel;
assign dig_sel  = cntr[14];
assign bit_sel  = cntr[13:10];
assign cpld_clk = cntr[9];
wire cpld_clk_fall;
assign cpld_clk_fall = (cntr[9:0] == 10'b1111111111);
wire [3:0] dig_mux;
assign dig_mux = (dig_sel) ? dig0 : dig1;
reg [7:0] seg_dec;
always @(dig_mux)
case (dig_mux)
	4'b0001 : seg_dec = 8'b11111001;    
	4'b0010 : seg_dec = 8'b10100100;    
	4'b0011 : seg_dec = 8'b10110000;    
	4'b0100 : seg_dec = 8'b10011001;    
	4'b0101 : seg_dec = 8'b10010010;    
	4'b0110 : seg_dec = 8'b10000010;    
	4'b0111 : seg_dec = 8'b11111000;    
	4'b1000 : seg_dec = 8'b10000000;    
	4'b1001 : seg_dec = 8'b10010000;    
	4'b1010 : seg_dec = 8'b10001000;    
	4'b1011 : seg_dec = 8'b10000011;    
	4'b1100 : seg_dec = 8'b11000110;    
	4'b1101 : seg_dec = 8'b10100001;    
	4'b1110 : seg_dec = 8'b10000110;    
	4'b1111 : seg_dec = 8'b10001110;    
	default : seg_dec = 8'b11000000;    
endcase
wire [15:0] bit_mux_in;
assign bit_mux_in = {~seg_dec, led};
assign cpld_load = (bit_sel==15);
assign cpld_mosi = bit_mux_in[bit_sel];
reg [15:0] miso_shr;
always @ (posedge clk)
if (cpld_clk_fall)
	miso_shr <= {cpld_miso, miso_shr[15:1]};
reg [15:0] miso_out_reg;
always @ (posedge clk)
if (cpld_clk_fall & cpld_load)
	miso_out_reg <= miso_shr;
assign miso_out_array = miso_out_reg;
assign sw = miso_out_reg[7:0];
endmodule
### /design/flow/run.sh
#!/bin/bash
# OpenROAD 26Q1-2900-gdf79404cd8, Yosys 0.63+post, stock flow scripts
make -C /OpenROAD-flow-scripts/flow DESIGN_CONFIG=/design/flow/config.mk WORK_HOME=/design/flow/orfs finish
==> results_slide.txt <==
Physical Implementation Snapshot

Final timing
  • Slew @ Worst Pin: 0.598 ns
  • Pins Over Slew Limit: 0
  • Number of failing setup endpoints in the final timing report: 0
  • Final clock skew: 0.00705 ns
  • Worst relative slew slack: 60.1%
  • Clock period minus final worst setup slack: 3.94 ns
  • Final Hold Violation Tally: 0
  • Unrepaired setup endpoints after global routing: no
  • Setup TNS Final: 0 ns
  • Post-route fraction of the period consumed by the critical path: 93.8%
  • Peak Freq: 254 MHz

Floorplan
  • Boundary pin count: 47
  • Width of the die: 84.0 um
  • Die Size: 7060 um^2
  • Rows: 29
  • Core area: 6420 um^2
  • Vertical die size: 84.0 um
  • Effective utilization at floorplan: 31.4%

Global routing
  • Met3 track utilization from global routing: 3.51%
  • Most used routing layer in global routing: met1
  • Maximum number of pins on one net before global-route repair: 18
  • Met1 routing resource usage after global routing: 15.0%
  • GRT Overall Usage: 9.30%
  • First-pass GRT wire length: 5040 um
  • Number of global-route vias before repair: 1115
  • Antenna violations before repair: 0
  • Grt met2 use: 12.6%
  • Leftover overflow at the end of global routing: 0

Synth
  • Number of distinct standard cells referenced by the synthesized netlist: 37
  • Summed instance area of the synthesized netlist: 2020 um^2
  • Proportion of register bits with asynchronous set or reset after synthesis: 0%
  • Most used flip-flop cell after synthesis: sky130_fd_sc_hd__edfxtp_1
  • Yosys cell count: 147
  • Count of library flops with an enable pin: 32
  • Number of synthesized register bits: 47
  • Main area contributors: sky130_fd_sc_hd__edfxtp_1 (48%), sky130_fd_sc_hd__dfxtp_1 (15%), sky130_fd_sc_hd__ha_1 (5.0%)
  • Sequential area share after synthesis: 62.5%
  • Total cell area reported by yosys after synthesis: 2020 um^2
  • Tally of yosys warning messages: 1
  • Cell count after synthesis: 147
  • Largest area contributor in the synthesized netlist: sky130_fd_sc_hd__edfxtp_1
  • Area fraction of the dominant cell type after synthesis: 47.6%
  • Average cell area after synthesis: 13.7 um^2

Hold path
  • Endpoint of the worst hold path: cntr[0]
  • Type of the worst min-delay path: reg -> reg
  • Startpoint of the most critical hold path: cntr[0]
  • Number of cells traversed by the worst hold path: 1

Place
  • Number of buffers added on ports: 46
  • Detail Placement HPWL: 2170 um
  • Last weighted congestion value of the routability-driven placer: 0.858
  • Count of placed standard cells including taps: 261

Critical path
  • CP Max Fanout: 4
  • Endpoint required time on the critical path: 3.36 ns
  • Setup crit end kind: primary output
  • Class of the most critical setup path: in -> out
  • Reg2reg start: cntr[0]
  • Kind of start point of the critical path: primary input
  • Register-to-Register Path Depth: 4
  • RR Endpoint: miso_shr[10]
  • Minimum setup slack among reg-to-reg paths: 2.36 ns
  • Endpoint arrival time on the critical path: 3.10 ns

Run
  • Warning total across the stage logs: 31
  • Number of maximum-capacitance constraint violations: 0

Route
  • Post-DR vias/cell: 4.43
  • Tally of nets with antenna violations remaining after routing: 0
  • Number of diodes added for antenna fixing: 0
  • Routed via count: 1193
  • Post-route DRC: 11
  • Total iterations of the first detailed-routing run: 46
  • Initial DRC Count: 49
  • DRT Wirelength: 3000 um
  • Wire length per cell after detailed routing: 11.1 um

Power
  • Worst IR Drop VDD: 0.000146 V
  • Leakage power of the design: 0.902 nW
  • Areal power density over the cells: 309 nW/um^2

Clocking
  • Insertion delay of the later-clocked pin in the worst-skew pair: 0.29 ns
  • Post-cts hold buffer count: 0
  • Clock slew at the register clock pins of the worst setup and hold paths: 0.07 ns
  • Clock net sink count: 47
  • Inserted Clock Buffers: 5
  • TritonCTS clock tree: yes
  • Root cell of the clock tree: sky130_fd_sc_hd__clkbuf_8
  • H-Tree Depth: 2
  • Post-CTS setup repair buffer count: 0
  • CTS Buffer Depth: 2
  • Number of cells upsized or downsized after cts: 0

Cells and area
  • Finished Core Util: 40.7%
  • Share of final-layout standard cells stronger than drive strength 1: 10.9%
  • Finished Layout Cells: 269
  • Layout Area Growth over Synthesis: 29.7%
  • Filler cell count in the final layout: 586

Outcome
  • Failing checks: DRC
  • Result of the run: complete, but fails checks
metrics by stage:
step           instance area (um^2)  setup slack (ns)  hold slack, ns  power (mW)
3_5_place_dp                   2520             0.274           0.407       0.544
4_1_cts                        2620             0.269           0.426       0.820
5_1_grt                        2620            0.0541           0.442       0.838
2_1_floorplan                  2020              1.15           0.383       0.518
3_3_place_gp                   2520             0.315           0.400       0.543
6_report                       2620             0.260           0.423       0.808
Yosys cell counts (all sizes together) (2+ instances only):
library cell / number
nor2: 6
nand2: 10
and3: 3
xnor2: 9
nand3: 6
a21oi: 3
a211oi: 4
inv: 6
mux2i: 3
dfxtp: 15
edfxtp: 32
ha: 8
mux2: 2
nor3: 3
xor2: 5
buf: 11
mux4: 2
o21ai: 6
worst max-delay path, stage by stage:
cell,delay (ns)
sky130_fd_sc_hd__clkdlybuf4s50_1,0.41
sky130_fd_sc_hd__mux2i_1,0.20
sky130_fd_sc_hd__inv_1,0.12
sky130_fd_sc_hd__ha_1,0.26
sky130_fd_sc_hd__o21ai_0,0.14
sky130_fd_sc_hd__o21ai_0,0.13
sky130_fd_sc_hd__a211oi_1,0.28
sky130_fd_sc_hd__a211oi_1,0.09
sky130_fd_sc_hd__a211oi_2,0.14
sky130_fd_sc_hd__clkdlybuf4s50_1,0.48
layout make-up:
cell class / instances / area, um^2 / share of cell area [%]
Clock buffer: 6 / 82.6 / 3.16
Clock inverter: 2 / 16.3 / 0.622
Sequential cell: 47 / 1260 / 48.2
Multi-Input combinational cell: 82 / 653 / 25.0
Timing Repair Buffer: 49 / 483 / 18.5
Inverter: 6 / 22.5 / 0.861
Tap cell: 77 / 96.3 / 3.68
worst max path at each step:
stage	start	endpoint	slack, ns	cells after the start
CTS	dig0[0]	cpld_mosi	0.27	10
global route	dig0[0]	cpld_mosi	0.05	10
finish	dig0[0]	cpld_mosi	0.26	10
cell usage in the layout, fill, tap and decap left out, types with 6 or more instances in the layout:
master,netlist,final
sky130_fd_sc_hd__nor2_1,6,6
sky130_fd_sc_hd__edfxtp_1,32,32
sky130_fd_sc_hd__nand3_1,6,6
sky130_fd_sc_hd__ha_1,8,8
sky130_fd_sc_hd__xnor2_1,9,9
sky130_fd_sc_hd__clkdlybuf4s50_1,0,46
sky130_fd_sc_hd__nand2_1,9,9
sky130_fd_sc_hd__dfxtp_1,15,15
sky130_fd_sc_hd__inv_1,6,6
sky130_fd_sc_hd__clkbuf_8,0,6
routing by layer:
layer / vias to the layer above / share of wire [%]
met1: 531 / 51
met4: 0 / 1.5
met3: 6 / 7.2
met2: 43 / 41
met5: - / 0
li1: 613 / -
report_power, final:
group	switching [mW]	internal, mW	total (mW)
registers	0	0.487	0.487
clock network	0.141	0.134	0.275
logic	0.0168	0.0284	0.0452
total	0.158	0.650	0.808
logic make-up after synthesis:
| group | count (synthesis) | share of synthesized area, % |
|---|---|---|
| and+or+nand+nor | 35 | 9.06 |
| muxes | 7 | 5.83 |
| DFF | 47 | 62.5 |
| xor gates and xnor gates | 14 | 6.08 |
| buffers and inverters | 18 | 5.33 |
| AOI/OAI and AO/OA | 18 | 6.20 |
| adders and majority gates | 8 | 4.96 |
No activity file was given, so power comes from the tool's default toggle rates.
